==> design/flow/design.v <==
module bit_scaler(
clk,
rdy_in,
akn_out,
rdy_out,
akn_in,
request,
time_output
);
input       clk               ;
input       rdy_in            ;
input       akn_in            ;
input       [7:0]request      ; 
output reg  rdy_out           ;
output reg  akn_out           ;
output reg  [31:0]time_output ; 
reg         [1:0] state       ; 
reg         [31:0]data        ;
localparam WAIT = 2'b00, SAVE = 2'b01, MULTIPLY = 2'b10, SEND = 2'b11;
parameter NUMERATOR = 32'HABE0, DENOMINATOR = 32'hFF, OFFSET = 32'HD0FC;
initial begin
  state = WAIT               ;
  data <= 32'b0              ;
  rdy_out <= 1'b0            ;
  akn_out <= 1'b0            ;
  time_output <= 32'b0       ;
end
always@(posedge clk)begin
  case(state)
    WAIT: begin
      if(rdy_in)begin
        data[7:0] <= request;
        state <= SAVE;
        time_output <= 32'b0;
        akn_out <= 1'b1; 
      end
    end
    SAVE: begin
       akn_out <= 1'b1;
      if(~rdy_in)begin
        akn_out <= 1'b0;
        state <= MULTIPLY;
      end
    end
    MULTIPLY: begin
      time_output <= NUMERATOR * data / DENOMINATOR  + OFFSET;
      state <= SEND;
    end
    SEND: begin
      rdy_out <= 1'b1;
      if(akn_in)begin
        rdy_out <= 1'b0;
        state <= WAIT;
      end
    end
    default begin
      state <= WAIT;
    end
  endcase
end
endmodule 
module pwm_signal(
clk,
pulse_request,
pwm_out,
new_data_ready,
data_recieved,
tap
);
input           clk                       ; 
input     [31:0]pulse_request             ; 
input           new_data_ready            ; 
output reg      pwm_out                   ; 
output reg      data_recieved             ; 
output reg      [7:0]tap                  ;
reg       [31:0]pulse_length              ; 
reg       [31:0]_time                     ; 
parameter MIN_PULSE_LENGTH = 32'HD0FC, MAX_PULSE_LENGTH = 32'h17CDC,  FRAME = 32'h10C8E0; 
initial begin
  pulse_length      <= MIN_PULSE_LENGTH    ;
  pwm_out           <= 1'b0                ; 
  _time             <= 32'h0               ; 
  data_recieved     <= 1'b0                ;
  tap               <= MIN_PULSE_LENGTH    ;
end
always@(posedge clk)begin
  if(new_data_ready)begin
    if(pulse_request >= MAX_PULSE_LENGTH) begin
      pulse_length <= MAX_PULSE_LENGTH;	
    end else if(pulse_request < MIN_PULSE_LENGTH) begin
      pulse_length <= MIN_PULSE_LENGTH;	
    end else begin
      pulse_length <= pulse_request;	
    end
    data_recieved  <= 1'b1;
	 tap            <= pulse_length[7:0];
  end else begin
    data_recieved  <= 1'b0; 
  end
end
always@(posedge clk)begin
  _time = _time + 1'b1;
  if(_time >= FRAME)begin
    _time    <= 31'h0;
    pwm_out  <= 1'b1;
  end else if(_time >= pulse_length) begin
     pwm_out <= 1'b0;
  end
end
endmodule 
module servo_driver(
clk,
pulse_request,
pwm_out,
rdy_in,
akn_in_out,
addr,
tap
);
input           clk                          ; 
input      [7:0]pulse_request                ; 
input           rdy_in                       ; 
input      [7:0]addr                         ;
output          pwm_out                      ; 
inout           akn_in_out                   ; 
output     [7:0]tap                          ;
reg               go                         ;
reg               bs_rdy                     ;
wire              bs_akn                     ;
reg          [1:0]state                      ;
reg               local_akn                  ;
wire              pwm_rdy                    ;
wire              pwm_akn                    ;
wire        [31:0]data                       ;
localparam WAIT = 2'H0, SEND_DATA = 2'H1, SEND_AKN = 2'H2;
parameter LOCAL_ADDR = 8'H1          ;
parameter MIN_PULSE_LENGTH = 32'HD0FC, MAX_PULSE_LENGTH = 32'h17CDC,  FRAME = 32'h10C8E0;
parameter NUMERATOR = (MAX_PULSE_LENGTH - MIN_PULSE_LENGTH), DENOMINATOR = 32'hFF, OFFSET = MIN_PULSE_LENGTH;
initial begin
  local_akn      <= 1'B0                    ;
  bs_rdy         <= 1'B0                    ;
  state          <= WAIT;
end
assign akn_in_out = (local_akn) ? 1'B1 : 1'BZ;
bit_scaler #(.NUMERATOR(NUMERATOR),.DENOMINATOR(DENOMINATOR),.OFFSET(OFFSET)) bs (
clk,
bs_rdy, 	
bs_akn,	
pwm_rdy,        
pwm_akn,         
pulse_request,        
data    
);
pwm_signal #(.MIN_PULSE_LENGTH(MIN_PULSE_LENGTH), .MAX_PULSE_LENGTH(MAX_PULSE_LENGTH), .FRAME(FRAME)) PWM1(
clk,
data,  
pwm_out,        
pwm_rdy, 
pwm_akn,
tap  
);
always@(posedge clk)begin
  case(state)
    WAIT:begin
      if(rdy_in && (addr == LOCAL_ADDR))begin
        bs_rdy = 1'B1;
        state <= SEND_DATA;
      end
    end SEND_DATA: begin
      if(bs_akn && ~ local_akn)begin
        bs_rdy = 1'B0;
        local_akn <= 1'B1;
        state <= SEND_AKN;
      end
    end SEND_AKN: begin
      if(~rdy_in && local_akn)begin
        state <= WAIT;
        local_akn <= 1'B0;
      end
    end default begin
      state <= WAIT;
    end
  endcase
end
endmodule 
==> design/flow/run.sh <==
#!/bin/bash
# OpenROAD 26Q1-2900-gdf79404cd8, Yosys 0.63+post, stock flow scripts
make -C /OpenROAD-flow-scripts/flow DESIGN_CONFIG=/design/flow/config.mk WORK_HOME=/design/flow/orfs finish
==> design/flow/config.mk <==
export PLATFORM = sky130hd
export DESIGN_NAME = servo_driver
export DESIGN_NICKNAME = servo_driver
export VERILOG_FILES = /design/flow/design.v
export SDC_FILE = /design/flow/constraint.sdc
export NUM_CORES = 4
export LEC_CHECK = 1
export CORE_UTILIZATION = 30
==> design/flow/constraint.sdc <==
current_design servo_driver

set clk_period 18.3
set clk_io_pct 0.2

create_clock -name clk0 -period $clk_period [get_ports {clk}]

set non_clock_inputs [all_inputs -no_clocks]
set_input_delay [expr $clk_period * $clk_io_pct] -clock clk0 $non_clock_inputs
set_output_delay [expr $clk_period * $clk_io_pct] -clock clk0 [all_outputs]
==> flow_summary_export.csv <==
group,metric,value,unit
setup_path,crit_slowest_cell,"fa_1",
synthesis,synth_area_leader_cell,"edfxtp_1",
global_routing,grt_max_degree,28,
clocking,postCtsSetupRepairBufs,0,
timing,setup-tns-final,0,ps
cells_and_area,mi_logic_area,7363,um2
cells_and_area,nFillCells,3364,
clocking,path_clk_slew,70,ps
synthesis,ys_async_sr_fraction,0,
global_routing,grt_pass1_vias,7990,
synthesis,simple_gate_share,0.2491,
global_routing,gr-usage-all-layers,0.1351,
drt,drtAntennaViolNets,0,
floorplanning,die_h,187.2,um
setup_path,criticalPathCategory,"flop to flop",
synthesis,synthCells,1206,
placed_design,numPortBuffers,26,
hold_path,hold_depth,0,
timing,final_max_slew_viol_count,0,
cells_and_area,syn2layout_area_growth,10.80,%
cells_and_area,regArea,2482,um2
clocking,clock_latency,350,ps
synthesis,ys_cells,1206,
synthesis,top_logic_kind,"simple AND/OR/NAND/NOR gates",
cells_and_area,drive_gt1_frac,0.08333,
floorplanning,die-area,35050,um2
timing,period_minus_slack,17100,ps
placed_design,place_hpwl,18.79,mm
clocking,clk_path_buf_depth,2,
synthesis,xor_area_frac,0.06237,
synthesis,ys_area,10290,um2
cells_and_area,final_area,11400,um2
placed_design,gp_congestion,0.9336,
setup_path,worstPathArrival,17200,ps
drt,antenna_cells,0,
timing,tightest_slew,847.0,ps
drt,viasPerCell,5.183,
clocking,cts-root-buf,"clkbuf_16",
synthesis,mux_area_frac,0.01568,
floorplanning,fp-utilization,0.3061,
timing,skew,12.67,ps
synthesis,syn_area,10290,um2
synthesis,edf_count,60,
global_routing,antenna_found_initial,0,
setup_path,reg2reg_from,"bs.data[6]$_DFFE_PP_",
run,warnings,36,
timing,max_freq,58.46,MHz
setup_path,r2r_slack,1200,ps
drt,drc,0,
synthesis,ff_type,"edfxtp_1",
timing,max-slew-margin-rel,0.4301,
clocking,cts_tree,"built",
drt,drt-pass1-iter-count,5,
timing,setup_viol,0,
synthesis,synthTopCellsByArea,"edfxtp_1 18%, ha_1 9.7%, dfxtp_1 6.6%",
timing,final-hold-violation-count,0,
hold_path,min_to,"PWM1.tap[2]$_DFFE_PP_",
synthesis,yosys.stat.seqShare,0.2412,
global_routing,grt_pass1_wl,38.75,mm
setup_path,start_kind,"flop",
setup_path,critPathMostFrequentCell,"ha_1",
clocking,cts_num_sinks,94,
drt,wirelength,23.06,mm
drt,num_vias,8728,
clocking,numCtsBuffers,9,
floorplanning,ios,28,
synthesis,yosys_warnings,4,
hold_path,min_path_type,"flop to flop",
synthesis,yosys.area.top_type_share,0.1751,
setup_path,worst_r2r_path_depth,57,
timing,rsz0062_at_grt,"no",
floorplanning,die_w,187.2,um
setup_path,cp-end-kind,"flop",
run_status,outcome,"finished, final reports clean",
hold_path,hold_start,"PWM1.pulse_length[2]$_SDFFCE_PP1P_",
placed_design,place_area,11050,um2
global_routing,overflow,0,
setup_path,critical-path-max-stage-delay,640,ps
run,max_cap_violations,0,
setup_path,critPathMaxFanout,8,
clocking,htreeDepth,3,
synthesis,synthAoiAreaFrac,0.2314,
drt,drt_first_iter_violations,619,
synthesis,synth_flops,94,
synthesis,synth_cell_types,114,
floorplanning,core.rowCount,67,
drt,wl_per_cell,13.69,um
timing,min_period_over_period,0.9347,
synthesis,synth_adder_area_share,0.1488,
cells_and_area,final_util,0.3392,
setup_path,crit_required,18400,ps
setup_path,r2r-end,"bs.time_output[0]$_SDFFCE_PN0P_",
synthesis,postSynthAreaPerCell,8.533,um2
floorplanning,core,33620,um2
timing,whs,448.6,ps
[final cells by class]
| cell class | instances | area share |
|---|---|---|
| Clock buffer | 10 | 0.02195 |
| Multi-Input combinational cell | 992 | 0.6458 |
| Timing Repair Buffer | 28 | 0.02414 |
| Inverter | 106 | 0.03490 |
| Clock inverter | 6 | 0.006365 |
| Sequential cell | 94 | 0.2177 |
| Tap cell | 448 | 0.04916 |
[sequential cells by signal (all words and copies together) (netlist names)]
signal              flops
bs.time_output         18
bs_rdy                  1
PWM1.tap                8
PWM1.pulse_length      18
local_akn               1
PWM1._time             32
PWM1.pwm_out            1
bs.state                2
bs.rdy_out              1
PWM1.data_recieved      1
bs.akn_out              1
bs.data                 8
state                   2
[stage by stage]
step / instances / worst slack [ps]
after floorplan: 1218 / 3040
after global placement: 1668 / 1446
after detailed placement: 1668 / 1258
after CTS: 1684 / 1229
after global routing: 1684 / 32.75
final: 1684 / 1195
[per-layer routing]
layer | global-route usage | vias up | routed length (um)
met5 | 0 | - | 0
met4 | 0.01955 | 0 | 351
met3 | 0.02107 | 26 | 1112
met2 | 0.2122 | 192 | 10270
met1 | 0.2042 | 3999 | 11320
li1 | - | 4511 | -
[logic make-up after synthesis]
family                   count (synthesis)
buffers and inverters                  132
flip-flops                              94
XOR/XNOR                                69
adder cells (fa/ha/maj)                108
AND-OR/OR-AND                          316
other                                    2
multiplexers                            15
AND/OR/NAND/NOR                        470
[repair_timing]
action	in CTS	in global routing
gates resized	0	5
hold buffers	0	0
setup endpoints to repair	0	2
[cells in the final DEF, fill, tap and decap left out, drive strengths merged, types with 12 or more instances in the layout]
cell | netlist | layout
inv | 106 | 110
nand4 | 19 | 19
or2 | 22 | 22
and4 | 13 | 13
and3 | 27 | 27
xnor2 | 40 | 40
dfxtp | 34 | 34
nor4 | 19 | 19
ha | 80 | 80
a21o | 22 | 22
nand2 | 86 | 86
nor2b | 18 | 18
o211ai | 21 | 21
a211oi | 12 | 12
and2 | 21 | 21
or3 | 14 | 14
a31oi | 21 | 21
o21a | 17 | 17
a21oi | 52 | 52
nor2 | 108 | 108
nand3 | 50 | 50
xor2 | 28 | 28
conb | 2 | 14
edfxtp | 60 | 60
nor3 | 39 | 39
clkdlybuf4s50 | 0 | 26
fa | 25 | 25
o21ai | 60 | 60
[Yosys cell counts, types with 5 or more instances]
cell,n
o211ai_1,19
nor4_1,15
clkbuf_1,13
mux2_2,5
nor2b_1,17
fa_1,25
and4_1,13
o211a_1,6
dfxtp_1,34
nand2b_1,10
o31ai_1,9
or3_1,13
ha_1,80
o21ai_1,11
nor3_1,35
o21ai_0,47
nor2_1,106
edfxtp_1,60
a21oi_1,49
or4_1,6
xnor2_1,40
nand4_1,17
and3_1,27
and2_1,21
a31oi_1,19
o21a_1,15
inv_1,105
a21boi_0,5
o22ai_1,9
a211o_1,9
xor2_1,25
a211oi_1,9
or2_2,18
a311oi_1,6
a21o_1,21
buf_2,9
mux2i_1,9
nand2_1,84
nand3_1,49
[worst max-delay path by stage]
stage / start / end / slack [ps] / cells after the start
after CTS: bs.data[6]$_DFFE_PP_ / bs.time_output[0]$_SDFFCE_PN0P_ / 1230 / 57
final: bs.data[6]$_DFFE_PP_ / bs.time_output[0]$_SDFFCE_PN0P_ / 1200 / 57
after global routing: bs.data[6]$_DFFE_PP_ / bs.time_output[0]$_SDFFCE_PN0P_ / 30 / 56
[worst max-delay path: cells and delay by family, from the launching register on]
kind	cells	cell delay (ps)
adders and majority gates	9	3490
xor gates and xnor gates	3	510
and+or+nand+nor	17	5120
AOI/OAI and AO/OA	21	6230
DFF	1	540
muxes	2	530
buffers and inverters	5	420
